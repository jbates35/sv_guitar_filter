==> flow/design.v <==
module pwm_audio #(parameter N = 10) (
    input logic clk, reset_n,
    input logic [N-1:0] duty_val,
    output logic pwm_out 
    );
    logic [N-1:0] count, count_next, duty, duty_next;
    logic buff, buff_next;
    always_ff @(posedge clk or negedge reset_n) begin
        if (~reset_n) begin
            count <= '0;
            buff <= 1'b0;
            duty <= '0;
        end 
        else begin
            count <= count_next;
            buff <= buff_next;
            duty <= duty_next;
        end
    end 
    always_comb begin
        count_next = count + 1;
        buff_next = (count < duty);
        if (count == '0)
            duty_next = duty_val;
        else duty_next = duty;
    end
    assign pwm_out = buff;
endmodule
==> flow/run.sh <==
#!/bin/bash
# OpenROAD 26Q1-2900-gdf79404cd8, Yosys 0.63+post, stock flow scripts
make -C /OpenROAD-flow-scripts/flow DESIGN_CONFIG=/design/flow/config.mk WORK_HOME=/design/flow/orfs finish
==> flow/config.mk <==
export PLATFORM = sky130hd
export DESIGN_NAME = pwm_audio
export DESIGN_NICKNAME = pwm_audio
export VERILOG_FILES = /design/flow/design.v
export SDC_FILE = /design/flow/constraint.sdc
export NUM_CORES = 4
export LEC_CHECK = 1
export CORE_AREA = 10 10 107 107
export DIE_AREA = 0 0 117 117
==> flow/constraint.sdc <==
current_design pwm_audio

set clk_period 2.5
set clk_io_pct 0.2

create_clock -name clk0 -period $clk_period [get_ports {clk}]

set non_clock_inputs [all_inputs -no_clocks]
set_input_delay [expr $clk_period * $clk_io_pct] -clock clk0 $non_clock_inputs
set_output_delay [expr $clk_period * $clk_io_pct] -clock clk0 [all_outputs]
==> flow_metrics.tcl <==
# yosys + openroad results
set metrics [dict create \
    status "finished, final reports clean" \
    dp_hpwl_um 1580 \
    worst_slew_pin_slew_ns 0.319 \
    critPathMaxFanout 10 \
    pre_cts_slack_ns 0.945 \
    swShare_pct 20.3 \
    cp-end-kind "register" \
    overflow 0 \
    leakage_nw 0.598 \
    simple_gate_share_pct 12.2 \
    period_used_pct 61.8 \
    ys_seq_share_pct 49.6 \
    grt_pass1_vias 694 \
    cts_sinks 21 \
    max-cap-violations 0 \
    core-area_sq_um 9200 \
    reg2reg_from "count[3]" \
    netlist_instances 89 \
    logic_family "adder cells" \
    synth_cell_types 21 \
    portBuffers 12 \
    hold_depth 1 \
    synth-xor-area-share_pct 6.61 \
    ir_drop_uv 206 \
    power_w 0.000615 \
    pwr-share-clk_pct 35.0 \
    cts_hold_buf 0 \
    drt_first_pass_iters 3 \
    place_congestion 0.718 \
    skew_ns 0.00189 \
    worstSetupStartpointType "register" \
    die_w_um 117 \
    hold_viol_final 0 \
    crit_family "simple AND/OR/NAND/NOR gates" \
    die_h_um 117 \
    viasPerCell 3.08 \
    postLayoutCoreUtil_pct 14.9 \
    design.die.area_sq_um 13700 \
    cp.depth 3 \
    track_usage_pct 3.14 \
    wl_per_cell_um 9.10 \
    min_period_ns 1.55 \
    clk_path_buf_depth 2 \
    top_area_share_pct 49.6 \
    wl_um 1970 \
    clkTransAtPathRegs_ns 0.07 \
    drtIter0Drc 15 \
    setup_viol 0 \
    reg2reg_depth 3 \
    worst_slack_ns 0.955 \
    cts_buffers 3 \
    slew_headroom_pct 78.6 \
    drc 0 \
    ant_nets 0 \
    slew_viol_final 0 \
    p_switching_w 0.000124 \
    syn_area_sq_um 1060 \
    cts_resized 0 \
    hold_end "count[0]" \
    yosysWarningCount 1 \
    syn_area_per_cell_sq_um 11.9 \
    reg2reg_setup_slack_ns 0.95 \
    area_growth_pct 29.4 \
    hp-start "count[0]" \
    antenna_found_initial 0 \
    cts_tree "built" \
    crit_path_cell_trace "nor4_2 > nand4_4 > mux2_2" \
    log.warning_count 26 \
    drive_gt1_share_pct 16.0 \
    fp_util_pct 11.5 \
    dr_total_vias 668 \
    r2r-end "duty[8]" \
    fa_ha_area_share_pct 13.0 \
    cp_slowest_cell "dfrtp_1" \
    setup_tns_ns 0 \
    ys_sh_mux_pct 10.6 \
    crit_arrival_ns 1.69 \
    top_cells_by_area "dfrtp_1 (50%), ha_1 (13%), mux2_2 (11%), inv_1 (3.9%), xnor2_1 (3.3%)" \
    slowest_delay_ns 0.46 \
    grt_max_degree 22 \
    critPathKind "register to register" \
    insertion_delay_ns 0.25 \
    yosys.stat.chipArea_sq_um 1060 \
    nFillCells 1041 \
    ys_cells 89 \
    p_int_w 0.000490 \
    antenna_cells 0 \
    cts_root_buffer "clkbuf_8" \
    synth-seq-cells 21 \
    critical_path_buf_inv_count 0 \
    whs_ns 0.491 \
    h-tree-depth 1 \
    num_rows 35 \
    top_area_cell "dfrtp_1" \
    ys_sh_aoi_pct 4.13 \
    hp-class "register to register" \
    powerDensity_nw_per_um2 448 \
    grt_pass1_wl_um 3410 \
    comb_power_share_pct 7.7 \
    ios 13 \
    crit_required_ns 2.64 \
    rsz0062_at_grt "false" \
    seq_power_share_pct 57.3 \
    clock.fmax_mhz 647 \
    cts_setup_buffers 0 \
]
## flip-flops by register name, indices dropped and copies added (netlist names)
signal / cells
buff: 1
count: 10
duty: 10
## area by class of cell
class | instances | area [sq um] | share of cell area, %
sequential | 21 | 526 | 38.3
multi-input combinational | 57 | 493 | 35.9
tap | 111 | 139 | 10.1
timing repair buffer | 13 | 128 | 9.31
clock buffer | 4 | 45.0 | 3.28
inverter | 11 | 41.3 | 3.01
## worst max path at each step
stage,to,slack [ns],start
4_1_cts,duty[8],0.92,count[3]
6_report,duty[8],0.95,count[3]
5_1_grt,duty[8],0.85,count[3]
## power groups by stage
stage | Clock [W] | Combinational, W | Sequential [W]
finish | 0.000215 | 0.0000473 | 0.000352
global route | 0.000238 | 0.0000550 | 0.000353
CTS | 0.000228 | 0.0000495 | 0.000352
## per-layer routing
metal	track usage [%]	vias to the layer above	wire (um)
li1	-	338	-
met1	4.22	317	967
met2	4.50	11	814
met3	1.81	2	180
met4	0.165	0	10
met5	0	-	0
## through the flow
step / cell area [sq um] / cells
6_report: 1370 / 217
5_1_grt: 1370 / 217
4_1_cts: 1370 / 217
3_5_place_dp: 1330 / 213
3_3_place_gp: 1330 / 213
2_1_floorplan: 1060 / 89
## cell families (layout without fill, tap and decap cells)
group,count (synthesis),after routing
mux,10,10
compound gates,7,7
buf+inv,11,28
simple gates,21,21
flops,21,21
fa+ha+maj,11,11
xor+xnor,8,8
## cell usage after synthesis (all sizes together)
cell type,count
and3,1
ha,11
dfrtp,21
nor2,5
nand4,3
xnor2,4
inv,11
nand2b,1
a21oi,3
mux2,10
a211oi,1
a21o,1
nor4,1
a41oi,1
nor3,2
o21ai,1
nor3b,1
nand2,2
xor2,4
nand3,5
## cell usage in the layout (no fill, tap or decap)
cell type        netlist  final
inv_1                 11     11
xor2_1                 4      4
ha_1                  11     11
and3_2                 1      1
dfrtp_1               21     21
a21o_1                 1      1
nor4_2                 1      1
clkbuf_1               0      1
a41oi_1                1      1
nor2_1                 5      5
nor3b_1                1      1
mux2_2                10     10
nand3_1                5      5
clkdlybuf4s50_1        0     12
clkbuf_8               0      3
nor3_1                 2      2
o21ai_0                1      1
nand2b_1               1      1
a211oi_1               1      1
nand2_1                2      2
buf_4                  0      1
xnor2_1                4      4
nand4_4                1      1
a21oi_1                3      3
nand4_1                2      2
No activity file was given, so power comes from the tool's default toggle rates.
