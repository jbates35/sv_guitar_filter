==> design/flow/design.v <==
module adcinterface(
    input logic clk, reset_n,  
    input logic [2:0] chan,  
    output logic [11:0] result,  
    output logic ADC_CONVST, ADC_SCK, ADC_SDI,
    input logic ADC_SDO, TEST_INPUT
);
    logic [12:0] SPI_word_in, SPI_word_in_next;  
    logic [(12-1):0] SPI_word_out;  
    logic [3:0] count, count_next;  
    logic ADC_CONVST_next, ADC_SDI_next;  
    logic word_finished;  
    logic reset_count;   
    typedef enum logic[5:0] { s_adc_start, s_adc_off, s_adc_sampnhold, s_adc_active, s_adc_finished } state_t;
        state_t ADC_curr = s_adc_start;
        state_t ADC_next;  
    always_comb begin
        ADC_next = ADC_curr;
        case(ADC_curr)
            s_adc_start: ADC_next = s_adc_off;
            s_adc_off: ADC_next = (ADC_CONVST=='b1) ? s_adc_sampnhold : s_adc_off;  
            s_adc_sampnhold: ADC_next = s_adc_active;  
            s_adc_active: ADC_next = (count==0) ? s_adc_finished : s_adc_active;  
            s_adc_finished: ADC_next = s_adc_off;  
        endcase
        count_next = (count == 0) ? 0 : count-1;
        SPI_word_in_next = (ADC_curr == s_adc_off) ? { 1'b1, chan[0], chan[2:1], 9'b1_0000_0000 } : SPI_word_in;
        ADC_SCK = (ADC_curr == s_adc_active) ? clk : 1'b0;
        word_finished = (ADC_curr == s_adc_finished) ? 'b1 : 'b0;
        reset_count = (ADC_curr == s_adc_sampnhold) ? 'b1 : 'b0; 
        case(ADC_curr)
            s_adc_sampnhold: ADC_SDI_next = SPI_word_in[12];
            s_adc_active: ADC_SDI_next = SPI_word_in[count];
            default: ADC_SDI_next = 0;
        endcase
        if(ADC_curr == s_adc_off) ADC_CONVST_next = ~ADC_CONVST;
        else ADC_CONVST_next = 'b0;
    end
    always_ff @(posedge ADC_SCK) begin  
        SPI_word_out[count] <= ADC_SDO;  
    end
    always_ff @(negedge ADC_SCK, posedge reset_count) begin
            if(reset_count)        
                count <= 'd11;
            else
                count <= count_next;    
    end
    always_ff @(posedge word_finished) result <= SPI_word_out;
    always_ff @(negedge clk, negedge reset_n) begin   
        if(~reset_n) begin
            ADC_curr <= s_adc_start;
            ADC_SDI <= 'b0;
            ADC_CONVST <= 'b0;
        end
        else begin
            ADC_CONVST <= ADC_CONVST_next;
            ADC_curr <= ADC_next;
            SPI_word_in <= SPI_word_in_next;
            ADC_SDI <= ADC_SDI_next;  
        end
    end
endmodule
==> design/flow/run.sh <==
#!/bin/bash
# OpenROAD 26Q1-2900-gdf79404cd8, Yosys 0.63+post, stock flow scripts
make -C /OpenROAD-flow-scripts/flow DESIGN_CONFIG=/design/flow/config.mk WORK_HOME=/design/flow/orfs finish
==> design/flow/config.mk <==
export PLATFORM = sky130hd
export DESIGN_NAME = adcinterface
export DESIGN_NICKNAME = adcinterface
export VERILOG_FILES = /design/flow/design.v
export SDC_FILE = /design/flow/constraint.sdc
export NUM_CORES = 4
export LEC_CHECK = 1
export CORE_AREA = 10 10 97 97
export DIE_AREA = 0 0 107 107
==> design/flow/constraint.sdc <==
current_design adcinterface

set clk_period 3.1
set clk_io_pct 0.2

create_clock -name clk0 -period $clk_period [get_ports {clk}]

set non_clock_inputs [all_inputs -no_clocks]
set_input_delay [expr $clk_period * $clk_io_pct] -clock clk0 $non_clock_inputs
set_output_delay [expr $clk_period * $clk_io_pct] -clock clk0 [all_outputs]
==> flow_summary.yaml <==
# implementation run metrics
synthesis:
  synth_top_area_share_pct: 31.9
  ys_sh_mux_pct: 3.57
  ys.flops: 36
  xor_area_share_pct: 0.581
  postSynthSeqShare_pct: 53.1
  async_flop_share_pct: 25.0
  ff_type: "dfxtp_1"
  logic_family: "simple AND/OR/NAND/NOR gates"
  top_cells_by_area: "dfxtp_1 (32%), dfrtn_1 (10%), edfxtp_1 (6.0%)"
  syn_avg_cell_area_um2: 10.0
  ys_area_um2: 1510
  synth_cell_types: 37
  synthAdderAreaFrac_pct: 4.98
  netlist_instances: 150
  yosys.area_share.simple_pct: 18.0
  yosys_warnings: 1
  yosys.area.top_type: "dfxtp_1"
  ys_cells: 150
  synth_area_um2: 1510
  edf_count: 3
  aoi_share_pct: 15.7
drt:
  drt_pre_antenna_iters: 4
  ant_nets: 0
  wl_per_cell_um: 11.5
  num_antenna_cells: 0
  drc: 0
  drtIter0Drc: 63
  vias_per_cell: 4.13
  wl_um: 3680
  vias: 1322
place:
  placed_area_um2: 2000
  dp_hpwl_um: 2510
  gp_congestion: 0.904
  io_buffers: 20
grt:
  grtUsageTotal_pct: 6.55
  grt_pass1_wl_um: 6260
  gr-usage-met3_pct: 2.85
  busiest_layer: "met2"
  grt_use_met1_pct: 7.96
  grt_max_degree: 16
  grt_pass1_vias: 1439
  grt_use_met2_pct: 10.2
  overflow: 0
  antenna_found_initial: 0
final_timing:
  relSlewSlack_pct: 70.8
  setup_viol: 17
  tightest_slew_ns: 0.436
  finalWorstSetupSlack_ns: -0.609
  final-max-slew-violation-count: 0
  tns_ns: -1.65
  untimed_endpoints: 24
  final-hold-violation-count: 0
  skew_ns: 0.0512
  grt_setup_unrepaired: "true"
  unclocked_pins: 12
run_status:
  outcome: "complete, but fails checks"
  violations: "negative setup slack"
clock_network:
  cts_tree: "yes"
  clk_latency_ns: 0.66
  clkSlewWorstSetupHoldPaths_ns: 0.03
die:
  row_count: 31
  pin_count: 22
  die_w_um: 107
  core_um2: 7290
  fp_util_pct: 20.7
  fp.dieH_um: 107
  die_area_um2: 11400
min_path:
  min_path_type: "reg -> async"
setup_path:
  critical_path_class: "reg -> out"
  cp_num_buf_inv: 3
  arrival_ns: 3.09
  crit_family: "flip-flops"
  path_max_fanout: 2
  endpoint_kind: "primary output"
  worstPathCellList: "nor2b_4, nand3_4, clkbuf_16, inv_2, buf_2"
  cpPeakStageDelay_ns: 0.40
  cp-start-kind: "flop"
  crit_required_ns: 2.48
  critical_path.slowest_cell: "dfrtn_1"
pwr:
  p_per_area_nw_per_um2: 178
  power_uw: 438
  leakagePower_uw: 0.00110
  ir_worst_vdd_mv: 0.459
layout:
  lay_top_count: "buf_4"
  finalInstanceArea_um2: 2460
  drive_gt1_share_pct: 45.7
  fillers: 737
  lay_top_cells: "buf_4 (29), dfxtp_1 (24), clkdlybuf4s50_1 (17)"
  syn_to_final_growth_pct: 63.4
  utilization_pct: 33.8
run:
  warning_count: 49
  maxCapViolCount: 0
-- flip-flops by register name (all words and copies together) (netlist names) --
signal,count
SPI_word_out,12
result,12
count,4
ADC_curr,3
SPI_word_in,3
ADC_CONVST,1
ADC_SDI,1
-- final timing paths --
kind	start	slack, ns	cells past startpoint	to
max in group asynchronous	reset_n	1.20	2	ADC_curr[0]
max	ADC_curr[1]	-0.61	5	ADC_SCK
max in group gated	ADC_curr[1]	0.58	1	clock gate
min reg2reg	ADC_curr[1]	0.35	4	count[2]
min in group gated	ADC_curr[0]	0.75	0	clock gate
min	ADC_curr[1]	0.35	4	count[2]
min in group clk0	SPI_word_out[4]	0.46	1	SPI_word_out[4]
max reg2reg	count[0]	-0.23	6	SPI_word_out[4]
-- layer usage --
metal	wire length (µm)	vias up	part of all wire (%)
li1	-	669	-
met1	1680	624	46
met2	1780	26	48
met3	200	3	5.4
met4	29	0	0.79
met5	0	-	0
-- report_power, final --
| part | total [µW] | leakage, µW | switching, µW | internal, µW |
|---|---|---|---|---|
| logic | 10.9 | 0.000532 | 3.24 | 7.67 |
| clock network | 314 | 0.000232 | 82.0 | 232 |
| registers | 114 | 0.000333 | 0.498 | 113 |
-- cell usage after synthesis, drive strengths merged (3+ instances only) --
cell type,n
inv,5
a21oi,6
o221ai,3
dfstp,3
nor2,14
clkbuf,3
dfrtn,6
o21ai,11
o31ai,3
edfxtp,3
nor3,4
o22a,3
nand2b,6
ha,6
o22ai,6
dfxtp,24
nand2,12
buf,5
mux2,3
and3,5
-- repair_timing --
item                                    CTS  global route
pin swaps                                15             6
gates cloned                              0             0
setup buffers                             4             4
endpoints found under the setup margin   17            17
resized                                  41            13
hold buffers                              0             0
-- cells by family (layout without fill, tap and decap cells) --
logic type / count (synthesis) / after routing
AND/OR/NAND/NOR: 53 / 53
XOR/XNOR: 1 / 1
flip-flops: 36 / 36
buffers and inverters: 13 / 84
adder cells (fa/ha/maj): 6 / 6
AND-OR/OR-AND: 36 / 36
multiplexers: 5 / 5
-- per-stage QoR --
stage	hold slack, ns	setup slack [ns]	cells
after global routing	0.381	-0.677	320
final	0.354	-0.609	320
after CTS	0.248	-0.648	316
after floorplan	0.208	-0.375	150
after global placement	0.271	-0.337	285
after detailed placement	0.270	-0.340	285
-- layout make-up --
type,instances,area (µm²),share of cell area (%)
inverter,3,13.8,0.559
multi-input combinational,101,855,34.7
sequential,36,800,32.5
timing repair buffer,49,417,16.9
clock buffer,14,173,7.02
tap,99,124,5.03
clock inverter,18,80.1,3.25
-- worst register-to-register path: cells and delay by family (launching register included) --
kind / cells / cell delay (ns)
muxes: 1 / 0.31
AOI/OAI and AO/OA: 2 / 0.24
adders and majority gates: 1 / 0.17
buffers and inverters: 1 / 0.04
and+or+nand+nor: 1 / 0.37
DFF: 1 / 0.57
Power and IR drop assume default switching activity.
